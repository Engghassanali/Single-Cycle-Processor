==> ./design.v <==
module Branch(rdata1,rdata2,br_taken,opcode,fun3);
    input logic[31:0]rdata1,rdata2;
    input logic[6:0]opcode;
    input logic[2:0]fun3;
    output logic br_taken;
    always_comb begin 
        br_taken = 0;
        if (opcode == 7'b1100011)begin
            case (fun3)
                3'b000:br_taken = (rdata1 == rdata2) ? 1 : 0;
                3'b001:br_taken = (rdata1 != rdata2) ? 1 : 0;
                3'b100:br_taken = ($signed(rdata1) <  $signed(rdata2)) ? 1 : 0;
                3'b101:br_taken = ($signed(rdata1) >  $signed(rdata2)) ? 1 : 0;
                3'b110:br_taken = (rdata1 <  rdata2) ? 1 : 0;
                3'b111:br_taken = (rdata1 >  rdata2) ? 1 : 0;
            endcase
        end
        if (opcode == 7'b1101111)begin
            br_taken = 1;
        end
        if (opcode == 7'b1100111)begin
            br_taken = 1;
        end
    end
endmodule
==> ./run.sh <==
#!/bin/bash
# OpenROAD 26Q1-2900-gdf79404cd8, Yosys 0.63+post, stock flow scripts
make -C /OpenROAD-flow-scripts/flow DESIGN_CONFIG=/design/flow/config.mk WORK_HOME=/design/flow/orfs finish
==> ./config.mk <==
export PLATFORM = sky130hd
export DESIGN_NAME = Branch
export DESIGN_NICKNAME = Branch
export VERILOG_FILES = /design/flow/design.v
export SDC_FILE = /design/flow/constraint.sdc
export NUM_CORES = 4
export LEC_CHECK = 1
export CORE_AREA = 10 10 102 102
export DIE_AREA = 0 0 112 112
==> ./constraint.sdc <==
current_design Branch

set clk_period 5.4
set clk_io_pct 0.2

create_clock -name clk0 -period $clk_period

set non_clock_inputs [all_inputs -no_clocks]
set_input_delay [expr $clk_period * $clk_io_pct] -clock clk0 $non_clock_inputs
set_output_delay [expr $clk_period * $clk_io_pct] -clock clk0 [all_outputs]
==> flow_summary.json <==
{
  "dp_hpwl_um": 3184,
  "grt_pass1_vias": 1117,
  "rsz0062_at_grt": "no",
  "slew_headroom": 0.7904,
  "finalHoldViolCount": 0,
  "final-seq-area_um2": 0,
  "hold_start": "opcode[2]",
  "worstSetupPathType": "in2out",
  "ir_drop_uv": 17.69,
  "fin_hold_ws_ns": 3.292,
  "arrival_ns": 3.72,
  "worst_pin_slew_ns": 0.3118,
  "post_cts_resized": 0,
  "drtPass1Iterations": 4,
  "crit_path_start_kind": "input pin",
  "pre_cts_slack_ns": 0.5341,
  "wl_per_cell_um": 10.17,
  "syn_area_um2": 955.9,
  "crit_fanout": 4,
  "viasPerCell": 3.456,
  "synth.top_cell.area_share": 0.4188,
  "tool_warnings": 32,
  "hp-class": "in2out",
  "top_area_cell": "ha_1",
  "drc": 0,
  "power_density_nw_per_um2": 61.99,
  "grt_first_pass_wirelength_um": 5133,
  "setup_viol": 0,
  "drt_iter0_markers": 18,
  "min_period_ns": 4.804,
  "worstSetupEndpointType": "primary output",
  "holdPathEnd": "br_taken",
  "final_cell_mix": "clkdlybuf4s50_1, inv_1, ha_1",
  "antenna_found_initial": 0,
  "worstSetupStartpoint": "rdata2[31]",
  "cap_violations": 0,
  "status": "finished, final reports clean",
  "synth_area_per_cell_um2": 7.029,
  "wirelength_um": 3215,
  "initial_core_util": 0.1163,
  "dr_total_vias": 1092,
  "maxSlewViolCount": 0,
  "whs_path_depth": 5,
  "max_freq_mhz": 208.1,
  "topCellsByArea": "ha_1, inv_1, a21oi_1, nand2_1, nand4_2",
  "chip_area_um2": 12540,
  "ys_cells": 136,
  "drive_gt1_frac": 0.03318,
  "yosysWarnings": 1,
  "final_antenna_net_count": 0,
  "post_cts_buffers": 0,
  "utilization": 0.2237,
  "yosys_area_um2": 955.9,
  "antennaDiodeCount": 0,
  "dieWidth_um": 112,
  "finalCritPeriodShare": 0.8897,
  "finalSetupTns_ns": 0,
  "place_congestion": 0.7434,
  "rows": 33,
  "required_ns": 4.32,
  "postSynthSeqShare": 0,
  "grt_remaining_overflow": 0,
  "post-route-worst-setup-slack_ns": 0.5957,
  "syn2layout_area_growth_pct": 92.28,
  "clock_buffers": 0,
  "ios": 75,
  "synth.distinct_cells": 28,
  "grt_max_degree": 6,
  "nFillCells": 899,
  "power_leakage_nw": 0.8842,
  "core_area_um2": 8217,
  "grt_usage": 0.04803,
  "netlist_instances": 136,
  "cts-hold-fix-buffers": 0,
  "seq_cells": 0,
  "portBuffers": 75,
  "dieHeight_um": 112,
  "lay_top_count": "clkdlybuf4s50_1"
}
layer usage:
layer / vias up / global-route usage / wire (um)
met5: - / 0 / 0
met2: 35 / 0.08353 / 1519
met1: 437 / 0.06111 / 1440
li1: 620 / - / -
met3: 0 / 0.01357 / 255
met4: 0 / 0 / 0
per-stage QoR:
| stage | power (W) | cell area [um2] | instances |
|---|---|---|---|
| 2_1_floorplan | 0.00004970 | 955.9 | 136 |
| 3_3_place_gp | 0.0001151 | 1838 | 316 |
| 3_5_place_dp | 0.0001161 | 1838 | 316 |
| 4_1_cts | 0.0001166 | 1838 | 316 |
| 5_1_grt | 0.0001297 | 1838 | 316 |
| 6_report | 0.0001139 | 1838 | 316 |
worst max path at each step:
stage,end,slack (ns),depth (start not counted)
CTS,br_taken,0.53,12
global route,br_taken,0.43,12
finish,br_taken,0.60,12
report_power, final:
group          switching [W]  total [W]  internal, W
clock                      0          0            0
sequential                 0          0            0
combinational      0.0000410   0.000114    0.0000729
total              0.0000410   0.000114    0.0000729
synth_stat cells:
library cell	n
nor4_2	1
a22oi_1	1
mux2i_1	1
a31oi_1	1
o21ai_0	4
nor3_1	1
nor2_1	3
o211ai_1	1
a21oi_1	16
a21boi_0	2
nor2b_1	1
or3_1	3
nand4_1	3
o21ai_1	3
and2_1	1
a211o_1	1
ha_1	32
nand3_1	3
nand3b_1	1
xor2_1	1
nand4_2	3
inv_1	35
nand3_2	1
and4bb_2	1
nand2_1	13
a211oi_1	1
and3_1	1
nor4_4	1
critical path, cell delays in order:
cell	delay, ns
clkdlybuf4s50_1	0.46
inv_1	0.04
ha_1	0.33
nand4_1	0.23
nor4_4	0.27
nand3_2	0.13
xor2_1	0.15
or3_1	0.30
o21ai_1	0.08
a31oi_1	0.09
nand2_1	0.07
clkdlybuf4s50_1	0.48
logic make-up after synthesis:
group / Yosys count / share of synthesized area
adder cells (fa/ha/maj): 32 / 0.4188
XOR/XNOR: 1 / 0.009164
AND-OR/OR-AND: 30 / 0.1754
multiplexers: 1 / 0.01047
buffers and inverters: 35 / 0.1374
AND/OR/NAND/NOR: 37 / 0.2487
cell type report:
cell class         instances  area [um2]  share of cell area
repair buffers            75       750.7              0.4084
inverters                 35       131.4             0.07148
well taps                105       131.4             0.07148
multi-input cells        101       824.5              0.4486
No activity file was given, so power comes from the tool's default toggle rates.
